==> /design/flow/run.sh <==
#!/bin/bash
# OpenROAD 26Q1-2900-gdf79404cd8, Yosys 0.63+post, stock flow scripts
make -C /OpenROAD-flow-scripts/flow DESIGN_CONFIG=/design/flow/config.mk WORK_HOME=/design/flow/orfs finish
==> /design/flow/config.mk <==
export PLATFORM = sky130hd
export DESIGN_NAME = ps2
export DESIGN_NICKNAME = ps2
export VERILOG_FILES = /design/flow/design.v
export SDC_FILE = /design/flow/constraint.sdc
export NUM_CORES = 4
export LEC_CHECK = 1
export CORE_UTILIZATION = 30
==> /design/flow/constraint.sdc <==
current_design ps2

set clk_period 4.4
set clk_io_pct 0.2

create_clock -name clk0 -period $clk_period [get_ports {clk}]

set non_clock_inputs [all_inputs -no_clocks]
set_input_delay [expr $clk_period * $clk_io_pct] -clock clk0 $non_clock_inputs
set_output_delay [expr $clk_period * $clk_io_pct] -clock clk0 [all_outputs]
==> /design/flow/design.v <==
module ps2(
    input   clk,
    input   clrn,
    input   ps2_clk,
    input   ps2_data,
    input   nextdata_n,
    output  [7:0]  data,
    output  reg ready,
    output  reg overflow
    );
    reg [9:0] buffer;           
    reg [7:0] fifo[7:0];      
    reg [2:0] w_ptr,r_ptr;    
    reg [3:0] count;   
    reg [2:0] ps2_clk_sync;    
    always @(posedge clk) begin
        ps2_clk_sync <=  {ps2_clk_sync[1:0],ps2_clk};	 
    end
    wire sampling = ps2_clk_sync[2] & ~ps2_clk_sync[1];	 
    always @(posedge clk) begin
        if (clrn == 0) begin  
            count <= 0; w_ptr <= 0; r_ptr <= 0; overflow <= 0; ready<= 0;
        end
        else begin
            if ( ready ) begin  
                if(nextdata_n == 1'b0)  
                begin
                    r_ptr <= r_ptr + 3'b1;
                    if(w_ptr==(r_ptr+1'b1))  
                        ready <= 1'b0;
                end
            end
            if (sampling) begin
              if (count == 4'd10) begin
                if ((buffer[0] == 0) &&   
                    (ps2_data)       &&   
                    (^buffer[9:1])) begin       
                    fifo[w_ptr] <= buffer[8:1];   
                    w_ptr <= w_ptr+3'b1;
                    ready <= 1'b1;
                    overflow <= overflow | (r_ptr == (w_ptr + 3'b1));
                end
                count <= 0;      
              end else begin
                buffer[count] <= ps2_data;   
                count <= count + 3'b1;
              end
            end
        end
    end
    assign data = fifo[r_ptr];  
endmodule
==> flow_summary.toml <==
# synthesis and place-and-route metrics
[detailed_routing]
first_pass_iters = 4
post_drt_wl_per_cell_um = 16.0
diodes = 0
drcViolationCount = 0
drt_wl_total_um = 7090
avgViaCountPerCell = 4.60
drt_iter0_markers = 70
vias = 2031
final_antenna_net_count = 0

[clock_network]
ctsResizeCount = 0
cts_buffer_depth = 2
cts_buffers = 9
cts_tree = "done"
h-tree-depth = 3
post_cts_buffers = 0
clk_pin_slew_ns = 0.07
root_buffer = "clkbuf_16"
clock_latency_ns = 0.33
clock_sinks = 92
hold_buffers = 0

[critical_path]
reg2reg_from = "buffer[8]"
path_class = "reg -> out"
reg2reg_depth = 5
worstPathMaxFanout = 16
cp-start-kind = "flop"
reg2reg_slack_ns = 1.64
worst-endpoint-required_ns = 3.52
worstSetupEndpointType = "primary output"
worstPathArrival_ns = 2.24
r2r_end = "fifo[5][6]"

[synth]
top_area_share_pct = 56.3
ys_seq_share_pct = 65.4
synthCells = 247
yosys_area_sq_um = 3950
yosys_cells = 247
edf_count = 74
ys_sh_aoi_pct = 3.55
synthSimpleGateAreaFrac_pct = 9.31
syn_area_sq_um = 3950
fa_ha_area_share_pct = 2.53
synth.logic.top_family = "multiplexers"
synthMuxAreaShare_pct = 13.3
yosysWarnings = 1
syn_avg_cell_area_sq_um = 16.0
xor_area_share_pct = 4.34
top_cells_by_area = "edfxtp_1 (56%), dfxtp_1 (9.1%), mux4_2 (9.1%)"
synthArstFlopShare_pct = 0
synth_cell_types = 42
ys.flops = 92
yosys.area.top_type = "edfxtp_1"
synthFlopType = "edfxtp_1"

[power_and_ir_drop]
clkPwrFrac_pct = 43.1
netSwitchingPower_w = 0.000342
power.density_nw_per_um2 = 381
p_int_w = 0.00140
netSwitchingFraction_pct = 19.6
pwr-share-comb_pct = 2.5
leakagePower_nw = 1.52
seq_power_share_pct = 54.4
vdd_ir_drop_max_mv = 0.225

[timing]
setup_viol = 0
post-route-min-period_ns = 3.12
finalClockSkew_ns = 0.00528
finalMaxSlewViolations = 0
worst_pin_slew_ns = 0.728
post-route-period-util_pct = 71.0
timing.setup.tns_ns = 0
hold_viol = 0
slew_headroom_pct = 51.4
rsz0062_at_grt = "no"
whs_ns = 0.330
fmax_ghz = 0.320

[grt]
grt_pass1_wl_um = 11400
grtUsageTotal_pct = 12.0
grt_max_degree = 17
grt_overflow = 0
first_global_vias = 2117
antenna_found_initial = 0

[run_status]
status = "completed"

[die]
initCoreUtil_pct = 31.0
die_w_um = 117
ios = 15
die_area_sq_um = 13600
die_h_um = 117
coreArea_sq_um = 12700
rows = 41

[finish]
fill_cells = 1239
lay_top_cells = "edfxtp_1 (74), nand2_1 (18), dfxtp_1 (18), nor2_1 (17), mux4_2 (16)"
comb_area_sq_um = 1310
area_delta_synth_final_pct = 16.0
final_common_cell = "edfxtp_1"
seqCellArea_sq_um = 2580
drive_gt1_share_pct = 18.9

[hold_path]
hp-start = "ps2_clk_sync[0]"
min_path_cells = 0
hp-class = "reg -> reg"
worstHoldEndpoint = "ps2_clk_sync[1]"

[job]
cap_violations = 0
warning_count = 30

[placed_design]
port_buffers = 14
dp_hpwl_um = 4970
gp_congestion = 0.758
-- synth_stat cells, types with 2 or more instances --
library cell,number
and2_1,2
nand3b_1,2
or2_1,2
nor3_1,2
edfxtp_1,74
dfxtp_1,18
mux2i_1,2
mux4_2,16
ha_1,8
o21ai_1,2
nand2b_1,2
buf_1,2
mux2_2,9
xnor2_1,7
and3_1,2
nor2b_1,4
mux2_1,2
a22o_1,7
clkbuf_1,3
nand3_1,5
xor2_1,7
nand2_1,18
o21ai_0,2
or3_1,2
a21oi_1,6
nor2_1,17
buf_2,4
inv_1,6
-- cell families (layout without fill, tap and decap cells) --
kind of cell / after synthesis / after routing
compound gates: 20 / 20
xor+xnor: 16 / 16
fa+ha+maj: 8 / 8
buf+inv: 15 / 38
flops: 92 / 92
mux: 30 / 30
simple gates: 66 / 66
-- through the flow --
stage / area (sq um) / util [%] / worst slack (ns) / cells / total power [W]
3_5_place_dp: 4280 / 33.7 / 1.14 / 426 / 0.00101
5_1_grt: 4580 / 36.0 / 1.13 / 442 / 0.00181
3_3_place_gp: 4280 / 33.7 / 1.18 / 426 / 0.00101
2_1_floorplan: 3950 / - / 1.78 / 247 / 0.000995
6_report: 4580 / 36.0 / 1.28 / 442 / 0.00174
4_1_cts: 4580 / 36.0 / 1.20 / 442 / 0.00176
-- sequential cells by signal (all words and copies together) (netlist names), named ones only --
register / count
ps2_clk_sync: 3
count: 4
buffer: 10
w_ptr: 3
fifo: 64
overflow: 1
ready: 1
r_ptr: 3
-- how the worst max path moves through the flow --
stage	end	slack (ns)	depth (start not counted)
final	data[5]	1.28	3
after global routing	data[3]	1.13	3
after CTS	data[0]	1.20	3
-- power groups by stage --
stage | sequential [W] | clock (W) | combinational, W
4_1_cts | 0.000948 | 0.000772 | 0.0000442
5_1_grt | 0.000948 | 0.000809 | 0.0000489
6_report | 0.000948 | 0.000752 | 0.0000438
-- routing by layer --
| metal | GRT usage [%] | vias to the layer above | part of all wire, % |
|---|---|---|---|
| met5 | 0 | - | 0 |
| met3 | 5.39 | 5 | 8.6 |
| li1 | - | 974 | - |
| met4 | 0.759 | 0 | 0.78 |
| met1 | 16.4 | 998 | 43 |
| met2 | 19.5 | 54 | 48 |
-- cell type report --
type / count / area share [%]
Timing Repair Buffer: 16 / 3.39
Sequential cell: 92 / 56.4
Tap cell: 172 / 4.70
Inverter: 6 / 0.492
Clock buffer: 9 / 4.92
Clock inverter: 7 / 1.61
Multi-Input combinational cell: 140 / 28.5
-- critical path, cell delays in order (launching register included) --
cell             delay [ns]
dfxtp_1                0.79
mux4_2                 0.43
mux2_2                 0.28
clkdlybuf4s50_1        0.41
Power and IR drop assume default switching activity.
