File: ./design.v
module MuxKey #(NR_KEY = 2, KEY_LEN = 1, DATA_LEN = 1) (
  output [DATA_LEN-1:0] out,
  input [KEY_LEN-1:0] key,
  input [NR_KEY*(KEY_LEN + DATA_LEN)-1:0] lut
);
  MuxKeyInternal #(NR_KEY, KEY_LEN, DATA_LEN, 0) i0 (out, key, {DATA_LEN{1'b0}}, lut);
endmodule
module MuxKeyInternal #(NR_KEY = 2, KEY_LEN = 1, DATA_LEN = 1, HAS_DEFAULT = 0) (
  output reg [DATA_LEN-1:0] out,
  input [KEY_LEN-1:0] key,
  input [DATA_LEN-1:0] default_out,
  input [NR_KEY*(KEY_LEN + DATA_LEN)-1:0] lut
);
  localparam PAIR_LEN = KEY_LEN + DATA_LEN;
  wire [PAIR_LEN-1:0] pair_list [NR_KEY-1:0];
  wire [KEY_LEN-1:0] key_list [NR_KEY-1:0];
  wire [DATA_LEN-1:0] data_list [NR_KEY-1:0];
  genvar n;
  generate
    for (n = 0; n < NR_KEY; n = n + 1) begin
      assign pair_list[n] = lut[PAIR_LEN*(n+1)-1 : PAIR_LEN*n];
      assign data_list[n] = pair_list[n][DATA_LEN-1:0];
      assign key_list[n]  = pair_list[n][PAIR_LEN-1:DATA_LEN];
    end
  endgenerate
  reg [DATA_LEN-1 : 0] lut_out;
  reg hit;
  integer i;
  always @(*) begin
    lut_out = 0;
    hit = 0;
    for (i = 0; i < NR_KEY; i = i + 1) begin
      lut_out = lut_out | ({DATA_LEN{key == key_list[i]}} & data_list[i]);
      hit = hit | (key == key_list[i]);
    end
    if (!HAS_DEFAULT) out = lut_out;
    else out = (hit ? lut_out : default_out);
  end
endmodule
module adder (
  input		[3:0]	i_a,
  input		[3:0]	i_b,
  output	[3:0]	o_led,
  output		o_carry,
  output		o_overflow
);
  wire		[3:0]	led;
  assign {o_carry, led[3:0]} = i_a + i_b;
  assign o_led = led[3] ? {led[3], ~led[2:0]} : led;
  assign o_overflow = (i_a[3] == i_b[3])&&(led[3] != led[3]);
endmodule
module alu_top(
    input [3:0] i_a,
    input [3:0] i_b,
    input [2:0] i_op,
    output [3:0] o_led,
    output          o_carry,
    output [7:0]    o_seg,
    output          o_overflow,
    output          o_max,
    output          o_equ
);
    wire [3:0] i_a_2, i_b_2, sub_i_b, sub_i_b_2;
    wire [3:0] led_0, led_1, led_2, led_3, led_4, led_5, led_6, led_7, o_led_0;
    wire carry_0, carry_1;
    wire overflow_0, overflow_1;
    wire max_0, equ_0;
    assign o_max = (i_op == 3'b110) ? max_0 : 1'b0;	 
    assign o_equ = (i_op == 3'b111) ? equ_0 : 1'b0;      
    assign o_led = o_overflow ? 4'b0: o_led_0;		 
    assign sub_i_b = {~i_b[3], i_b[2:0]};		 
    assign i_a_2 = i_a[3] ? ({i_a[3], ~i_a[2:0]} + 1'b1) : i_a;  
    assign i_b_2 = i_b[3] ? ({i_b[3], ~i_b[2:0]} + 1'b1) : i_b;
    assign sub_i_b_2 = sub_i_b[3] ? ({sub_i_b[3], ~sub_i_b[2:0]} + 1'b1) : sub_i_b;
    adder u0_adder(.i_a(i_a_2), .i_b(i_b_2), .o_led(led_0), .o_carry(carry_0), .o_overflow(overflow_0));	 
    adder u1_adder(.i_a(i_a_2), .i_b(sub_i_b_2), .o_led(led_1), .o_carry(carry_1), .o_overflow(overflow_1));	 
    log_nor u0_log_nor(.i_a(i_a), .o_led(led_2));	 
    log_and u0_log_and(.i_a(i_a), .i_b(i_b), .o_led(led_3));	 
    log_or u0_log_or(.i_a(i_a), .i_b(i_b), .o_led(led_4));	 
    log_xor u0_log_xor(.i_a(i_a), .i_b(i_b), .o_led(led_5));	 
    log_max u0_log_max(.i_a(i_a), .i_b(i_b), .o_max(max_0), .o_led(led_6));	 
    log_equ u0_log_equ(.i_a(i_a), .i_b(i_b), .o_equ(equ_0), .o_led(led_7));	 
    seg u0_seg(.i_minus(o_led[3]), .i_seg(o_led[2:0]), .o_seg(o_seg));		 
    MuxKey #(8,3,4) i0(o_led_0, i_op, {
        3'b000, led_0,
        3'b001, led_1,
        3'b010, led_2,
        3'b011, led_3,
        3'b100, led_4,
        3'b101, led_5,
        3'b110, led_6,
        3'b111, led_7
    });
    MuxKey #(2,3,1) i2(o_carry, i_op, {
        3'b000, carry_0,
        3'b001, carry_1
    });
    MuxKey #(2,3,1) i3(o_overflow, i_op, {
        3'b000, overflow_0,
        3'b001, overflow_1
    });
endmodule
module log_and (
  input		[3:0]	i_a,
  input		[3:0]	i_b,
  output	[3:0]	o_led
);
  assign o_led = i_a & i_b;
endmodule
module log_equ (
  input		[3:0]	i_a,
  input		[3:0]	i_b,
  output	[3:0]	o_led,
  output		o_equ
);
  assign o_equ = (i_a == i_b) ? 1'b1 : 1'b0;
  assign o_led = i_a;
endmodule
module log_max (
  input		[3:0]	i_a,
  input		[3:0]	i_b,
  output	[3:0]	o_led,
  output		o_max
);
  assign o_max = (i_a > i_b) ? 1'b1 : 1'b0;
  assign o_led = (i_a > i_b) ? i_a : i_b;
endmodule
module log_nor (
  input		[3:0]	i_a,
  output	[3:0]	o_led
);
  nor(o_led, i_a);
endmodule
module log_or (
  input		[3:0]	i_a,
  input		[3:0]	i_b,
  output	[3:0]	o_led
);
  assign o_led = i_a | i_b;
endmodule
module log_xor (
  input		[3:0]	i_a,
  input		[3:0]	i_b,
  output	[3:0]	o_led
);
  assign o_led = i_a ^ i_b;
endmodule
module seg(
    input       i_minus,
    input [2:0] i_seg,
    output reg [7:0] o_seg
);
    parameter num0 = 8'b1111_1101;
    parameter num1 = 8'b0110_0000;
    parameter num2 = 8'b1101_1010;
    parameter num3 = 8'b1111_0010;
    parameter num4 = 8'b0110_0110;
    parameter num5 = 8'b1011_0110;
    parameter num6 = 8'b1011_1110;
    parameter num7 = 8'b1110_0000;
    parameter num8 = 8'b1111_1111;
    always @(i_seg) begin
        if(~i_minus) begin
            case(i_seg)
                3'd0 : o_seg <= ~num0;
                3'd1 : o_seg <= ~num1;
                3'd2 : o_seg <= ~num2;
                3'd3 : o_seg <= ~num3;
                3'd4 : o_seg <= ~num4;
                3'd5 : o_seg <= ~num5;
                3'd6 : o_seg <= ~num6;
                3'd7 : o_seg <= ~num7;
            endcase
       end
        else if(i_minus) begin
            case(i_seg)
                3'd0 : o_seg <= ~num1;
                3'd1 : o_seg <= ~num2;
                3'd2 : o_seg <= ~num3;
                3'd3 : o_seg <= ~num4;
                3'd4 : o_seg <= ~num5;
                3'd5 : o_seg <= ~num6;
                3'd6 : o_seg <= ~num7;
                3'd7 : o_seg <= ~num8;
            endcase
        end
    end
endmodule
File: ./run.sh
#!/bin/bash
# OpenROAD 26Q1-2900-gdf79404cd8, Yosys 0.63+post, stock flow scripts
make -C /OpenROAD-flow-scripts/flow DESIGN_CONFIG=/design/flow/config.mk WORK_HOME=/design/flow/orfs finish
File: ./config.mk
export PLATFORM = sky130hd
export DESIGN_NAME = alu_top
export DESIGN_NICKNAME = alu_top
export VERILOG_FILES = /design/flow/design.v
export SDC_FILE = /design/flow/constraint.sdc
export NUM_CORES = 4
export LEC_CHECK = 1
export CORE_AREA = 10 10 91 91
export DIE_AREA = 0 0 101 101
File: ./constraint.sdc
current_design alu_top

set clk_period 5.2
set clk_io_pct 0.2

create_clock -name clk0 -period $clk_period

set non_clock_inputs [all_inputs -no_clocks]
set_input_delay [expr $clk_period * $clk_io_pct] -clock clk0 $non_clock_inputs
set_output_delay [expr $clk_period * $clk_io_pct] -clock clk0 [all_outputs]
==> qor.csv <==
stage,metric,value,unit
layout,syn2layout_area_growth,78.0,%
route,vias_per_cell,4.81,
final_timing,worst_pin_slew,0.510,ns
power_and_ir_drop,p_leak,0.00121,uW
placed_design,port_buffers,26,
synthesis,synthTopCellsByCount,"28 x ha_1, 26 x inv_1, 19 x nor2_1, 9 x mux2i_1, 7 x a21oi_1",
synthesis,ys_chip_area,1450,sq um
final_timing,period_used_share,101,%
floorplan,initial_utilization,22.9,%
placed_design,routabilityCongestion,1.00,
flow_run,tool_warnings,49,
critical_path,setup.worst_path.end_class,output port,
synthesis,ys_seq_share,0,%
power_and_ir_drop,p_int,263,uW
layout,area.sequential,0,sq um
status,status,"finished, violations left",
route,drt-wirelength-per-cell,13.9,um
power_and_ir_drop,vdd_ir_drop_max,0.107,mV
status,violations,setup timing,
synthesis,synthesis.area,1450,sq um
final_timing,slew_violations,0,
layout,ff_count,0,
power_and_ir_drop,power_switching_share,42.9,%
synthesis,ys_top_cells_by_area,"ha_1 24%, inv_1 6.7%, mux2i_1 6.2%",
floorplan,die_y,101,um
grt,grt_use_total,9.08,%
final_timing,min_period,5.25,ns
grt,antenna_found_initial,0,
synthesis,synth_area_leader_cell,ha_1,
final_timing,rsz0062_at_grt,yes,
route,drt_iter0_markers,81,
synthesis,top_area_share,24.1,%
layout,n_clock_buffer,0,
grt,grt_max_degree,13,
route,antenna_cells,0,
floorplan,std_cell_rows,29,
synthesis,yosysMostFrequentCell,ha_1,
grt,grt_pass1_wl,7.90,mm
floorplan,die_w,101,um
min_path,hp-class,input port to output port,
power_and_ir_drop,finalPower,460,uW
critical_path,cp.arrival,4.21,ns
critical_path,crit_fanout,6,
power_and_ir_drop,share_seq_of_total_power,0,%
final_timing,finalHoldViolCount,0,
synthesis,ys_warn_count,3,
final_timing,max_freq,0.191,GHz
power_and_ir_drop,power.share.clock,0,%
final_timing,max-slew-margin-rel,65.9,%
power_and_ir_drop,combPwrFrac,100.0,%
route,dr.pass1.iters,4,
layout,drive_above_1_share,47.3,%
synthesis,yosysUniqueCellTypes,54,
power_and_ir_drop,power_per_cell_area,178,nW/um^2
floorplan,io_pins,27,
final_timing,setup_viol,1,
synthesis,yosys_cells,190,
route,drt-total-wl,4.90,mm
critical_path,worstPathRequired,4.16,ns
synthesis,synth_area_per_cell,7.65,sq um
route,ant_nets,0,
synthesis,synthCells,190,
layout,nFillCells,575,
flow_run,cap_violations,0,
layout,final_util,40.7,%
final_timing,fin_ws,-0.0468,ns
floorplan,core_area,6350,sq um
floorplan,chipArea,10200,sq um
grt,grt_overflow,0,
route,post-route-drc-count,0,
final_timing,finalSetupTns,-0.0468,ns
clock_tree,hold_buffers,0,
grt,grt_pass1_vias,1680,
critical_path,cp-start-kind,input port,
power_and_ir_drop,switching_power,197,uW
critical_path,critPathKind,input port to output port,
route,num_vias,1693,
layout,comb_area,1610,sq um
placed_design,hpwl,3.71,mm
==> critical path, cell delays in order <==
cell	delay (ns)
clkdlybuf4s50_1	0.49
inv_2	0.09
xnor2_2	0.21
ha_4	0.26
a21oi_1	0.23
a211oi_1	0.14
o31ai_2	0.21
and3_4	0.21
o221a_4	0.22
buf_4	0.13
ha_1	0.13
inv_1	0.05
buf_4	0.12
o22ai_1	0.17
clkdlybuf4s50_1	0.50
==> area by class of cell <==
| cell class | count | share of cell area (%) |
|---|---|---|
| multi-input cells | 154 | 62.4 |
| repair buffers | 95 | 30.0 |
| inverters | 26 | 3.87 |
| well taps | 77 | 3.73 |
==> timing repair <==
action / in CTS / in global routing
resized: 52 / 34
hold endpoints to repair: 0 / 0
pin swaps: 16 / 12
endpoints found under the setup margin: 11 / 8
cloned: 1 / 0
buffers inserted: 8 / 1
==> layout by cell type (no fill, tap or decap), types with 3 or more instances in the layout <==
| cell type | instances |
|---|---|
| clkdlybuf4s50_1 | 15 |
| nand3_1 | 6 |
| mux2i_1 | 9 |
| dlygate4sd2_1 | 3 |
| ha_4 | 8 |
| o21ai_0 | 4 |
| nand2b_1 | 4 |
| clkdlybuf4s15_2 | 4 |
| xor2_1 | 3 |
| inv_1 | 18 |
| ha_1 | 18 |
| xnor2_1 | 3 |
| buf_4 | 67 |
| xnor2_2 | 3 |
| nor2_1 | 17 |
| nor3_1 | 4 |
| and2_1 | 3 |
| a21oi_1 | 7 |
| inv_2 | 7 |
==> routing by layer <==
metal	up-vias	GRT usage, %	share of wire [%]
met1	796	12.5	47
met3	2	1.04	4.6
met2	41	15.5	48
met5	-	0	0
met4	0	0.429	0.29
li1	854	-	-
==> metrics by stage <==
stage	area (sq um)	setup slack, ns	hold WS, ns	std cells
2_1_floorplan	1450	0.303	2.25	190
3_3_place_gp	2200	-0.533	3.24	343
3_5_place_dp	2200	-0.613	3.23	343
4_1_cts	2410	-0.00448	3.24	351
5_1_grt	2590	-0.216	3.20	352
6_report	2590	-0.0468	3.10	352
==> final timing paths <==
| check | to | cells after the start | from | slack (ns) |
|---|---|---|---|---|
| worst min-delay path | o_seg[5] | 9 | i_b[3] | 3.10 |
| worst max-delay path | o_seg[7] | 15 | i_a[2] | -0.05 |
==> power groups by stage <==
stage	registers (uW)	clock network, uW	logic, uW
after CTS	0	0	423
after global routing	0	0	506
final	0	0	460
==> cells by family after synthesis <==
| family | after synthesis | synth area share, % |
|---|---|---|
| simple gates | 55 | 19.9 |
| compound gates | 46 | 25.8 |
| buf+inv | 36 | 10.9 |
| fa+ha+maj | 30 | 26.9 |
| xor+xnor | 11 | 8.53 |
| mux | 11 | 7.75 |
| other cells | 1 | 0.258 |
No activity file was given, so power comes from the tool's default toggle rates.
