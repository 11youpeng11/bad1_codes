File: flow/config.mk
export PLATFORM = sky130hd
export DESIGN_NAME = encode83
export DESIGN_NICKNAME = encode83
export VERILOG_FILES = /design/flow/design.v
export SDC_FILE = /design/flow/constraint.sdc
export NUM_CORES = 4
export LEC_CHECK = 1
export CORE_AREA = 10 10 70 70
export DIE_AREA = 0 0 80 80
File: flow/constraint.sdc
current_design encode83

set clk_period 3.3
set clk_io_pct 0.2

create_clock -name clk0 -period $clk_period

set non_clock_inputs [all_inputs -no_clocks]
set_input_delay [expr $clk_period * $clk_io_pct] -clock clk0 $non_clock_inputs
set_output_delay [expr $clk_period * $clk_io_pct] -clock clk0 [all_outputs]
File: flow/design.v
module seg(
    input       i_minus,
    input [2:0] i_seg,
    output reg [7:0] o_seg
);
    parameter num0 = 8'b1111_1101;
    parameter num1 = 8'b0110_0000;
    parameter num2 = 8'b1101_1010;
    parameter num3 = 8'b1111_0010;
    parameter num4 = 8'b0110_0110;
    parameter num5 = 8'b1011_0110;
    parameter num6 = 8'b1011_1110;
    parameter num7 = 8'b1110_0000;
    parameter num8 = 8'b1111_1111;
    always @(i_seg) begin
        if(~i_minus) begin
            case(i_seg)
                3'd0 : o_seg <= ~num0;
                3'd1 : o_seg <= ~num1;
                3'd2 : o_seg <= ~num2;
                3'd3 : o_seg <= ~num3;
                3'd4 : o_seg <= ~num4;
                3'd5 : o_seg <= ~num5;
                3'd6 : o_seg <= ~num6;
                3'd7 : o_seg <= ~num7;
            endcase
       end
        else if(i_minus) begin
            case(i_seg)
                3'd0 : o_seg <= ~num1;
                3'd1 : o_seg <= ~num2;
                3'd2 : o_seg <= ~num3;
                3'd3 : o_seg <= ~num4;
                3'd4 : o_seg <= ~num5;
                3'd5 : o_seg <= ~num6;
                3'd6 : o_seg <= ~num7;
                3'd7 : o_seg <= ~num8;
            endcase
        end
    end
endmodule
module encode83(
	input		[7:0]	i_code,
	input			i_en,
	output	reg	[2:0]	o_code,
	output		[7:0]	o_seg,
	output			o_en_flag
);
	integer i;
	always @(i_code or i_en) begin
		if(i_en) begin
			o_code = 3'd0;
			o_en_flag = 1'b1;
			for(i = 0; i <= 7; i++)
				if(i_code[i] == 1) o_code = i[2:0];
		end
		else begin
			o_code = 3'd0;
			o_en_flag = 1'b0;
		end
	end
	seg seg_inst(
		.i_seg(o_code),
		.o_seg(o_seg)
	);
endmodule
File: flow/run.sh
#!/bin/bash
# OpenROAD 26Q1-2900-gdf79404cd8, Yosys 0.63+post, stock flow scripts
make -C /OpenROAD-flow-scripts/flow DESIGN_CONFIG=/design/flow/config.mk WORK_HOME=/design/flow/orfs finish
==> impl_metrics.ini <==
; flow metrics
[status]
status = complete, no violations

[logic_synthesis]
yosys_area_sq_um = 247.7
synth.distinct_cells = 17
top_area_frac = 0.2525
ys_cells = 29
top_area_cell = ha_1
synth-warning-count = 5
synth.area.top_cells = ha_1 (25%), o41ai_4 (11%), mux2_2 (9.1%)
synth_area_per_cell_sq_um = 8.543
syn_area_sq_um = 247.7
postSynthCellCount = 29
ys_seq_frac = 0

[placed_design]
gp_congestion = 0.8636
hpwlAfterDp_um = 896.8
pre_cts_slack_ps = -203.0
port_buffers = 20

[setup_path]
critPathLaunchType = primary input
critical_path.max_fanout = 2
cp.required_ps = 2640
endpoint_kind = output pin
path_class = in2out
critical_path_arrival_ps = 2570

[power]
ir_drop_v = 0.00006515
p_int_mw = 0.05373
p_comb_frac = 1.000
leakage_nw = 0.2975
pwr_density_cell_nw_per_um2 = 126.0
clkPwrFrac = 0
seq_power_share = 0
p_sw_frac = 0.3654
p_sw_mw = 0.03094

[final_layout]
area_growth_pct = 171.2
ff_count = 0
regArea_sq_um = 0
clkbuf_count = 0
layout-drive-gt1-share = 0.4500

[drt]
top_layer_used = met3
wl_met2_um = 302
diodes = 0
routedLengthMet1_um = 758
dr_wl_met3_um = 135
drt_pass1_iterations = 2
ant_nets = 0
route.detailed.drc = 0
drt-total-wl_mm = 1.196
drt_iter0_drc = 15
post_drt_wl_per_cell_um = 11.28
drt-vias-per-instance = 3.358
vias = 356

[timing]
period_used_share = 0.9800
hold_viol_final = 0
layout_setup_ws_ps = 66.15
worst_pin_slew_ps = 366.6
max-slew-margin-rel = 0.7548
setup_viol = 0
maxSlewViolCount = 0
fin_setup_tns_ps = 0
period_minus_slack_ps = 3234
fmax_mhz = 309.2
whs_ps = 2111

[grt]
grt_pass1_wl_mm = 1.945
grt_usage = 0.03671
grt_pass1_vias = 385
grt_max_degree = 7
overflow = 0
antenna_found_initial = 0

[floorplan]
chipHeight_um = 80
num_rows = 21
core_sq_um = 3416
fp.dieArea_sq_um = 6400
die_w_um = 80
fp-utilization = 0.07253
ios = 21

[run]
max-cap-violations = 0
openroad.warnings = 37

[clock_tree]
hold_buffers = 0
postCtsSetupRepairBufs = 0

[min_path]
whs_path_depth = 3
hp-start = i_code[3]
hp-class = in2out
whs_endpoint = o_seg[3]
## routing by layer
layer | GRT usage | vias up
li1 | - | 172
met1 | 0.06724 | 164
met2 | 0.03692 | 20
met3 | 0.01250 | 0
met4 | 0 | 0
met5 | 0 | -
## final cells by class
cell class	count	area (sq um)
well taps	46	57.56
fillers	383	2744
inverters	1	3.754
repair buffers	32	296.5
multi-input cells	27	314.1
## cells in the final DEF (no fill, tap or decap)
cell             count
o41ai_4              1
and2_4               1
clkdlybuf4s50_1     13
buf_4               11
o311ai_4             1
nor2b_4              1
buf_6                1
inv_1                1
o21a_1               1
o311a_4              1
ha_2                 2
dlygate4sd2_1        4
o31ai_2              1
or4_4                1
ha_4                 1
o211ai_1             1
o311a_1              1
nor2_1               3
ha_1                 2
mux2_2               2
o21ba_4              1
and2_1               1
dlymetal6s2s_1       3
nand2_2              1
nand2b_4             1
nand2_1              3
## cells by family (layout without fill, tap and decap cells)
group / Yosys count / in the layout / synth area share
AOI/OAI and AO/OA: 8 / 8 / 0.3586
adders and majority gates: 5 / 5 / 0.2525
muxes: 2 / 2 / 0.09090
buffers and inverters: 2 / 33 / 0.04545
and+or+nand+nor: 12 / 12 / 0.2525
## stage by stage
stage	cell area, sq um	power [mW]	instances	utilization
4_1_cts	641.9	0.08188	106	0.1879
5_1_grt	671.9	0.09295	106	0.1967
6_report	671.9	0.08467	106	0.1967
2_1_floorplan	247.7	0.02002	29	-
3_5_place_dp	595.6	0.07551	107	0.1744
3_3_place_gp	595.6	0.07573	107	0.1744
## timing repair
item / in CTS / in global routing
endpoints found under the hold margin: 0 / 0
gates resized: 16 / 7
pin swaps: 4 / 4
endpoints found under the setup margin: 7 / 6
## critical path, cell delays in order
cell and delay, ps:
clkdlybuf4s50_1 410, nor2b_4 130, o21ba_4 230, o311ai_4 270, ha_2 270, and2_1 140
clkdlybuf4s50_1 460
## synthesized netlist by cell type (all sizes together)
master,instances
nand2,4
o31ai,1
o311a,2
ha,5
o311ai,1
mux2,2
buf,1
nor2b,1
inv,1
or4,1
and2,2
o41ai,1
o21a,1
nand2b,1
nor2,3
o211ai,1
o21ba,1
## worst max-delay path by stage
| stage | from | to | slack, ps | cells past startpoint |
|---|---|---|---|---|
| final | i_code[1] | o_seg[5] | 70 | 7 |
| after global routing | i_code[1] | o_seg[1] | -1 | 8 |
| after CTS | i_code[7] | o_seg[1] | 20 | 8 |
## power by group through the flow
stage | sequential, mW | clock (mW) | combinational, mW
after CTS | 0 | 0 | 0.0819
after global routing | 0 | 0 | 0.0930
final | 0 | 0 | 0.0847
Power figures rest on the tool's default switching activity, not on a simulated workload.
